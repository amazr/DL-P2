==> flow/design.v <==
module Project2 (SW, KEY, ADC_CLK_10, LEDR, HEX0, HEX1, HEX2, HEX3, HEX4, HEX5);
    input [9:0] SW;
    input [1:0] KEY;
    input ADC_CLK_10;
    output [9:0] LEDR;
    output [7:0] HEX0, HEX1, HEX2, HEX3, HEX4, HEX5;
    day_counter day_counter_inst
    (
        .ADC_CLK_10(ADC_CLK_10),
        .reset(KEY[0]),
        .rate(KEY[1]),
        .LED0(LEDR[0]),
        .HEX0(HEX0), 
        .HEX1(HEX1), 
        .HEX2(HEX2), 
        .HEX3(HEX3), 
        .HEX4(HEX4), 
        .HEX5(HEX5)
    );
endmodule
module clk_div (clk_in, clk_out, led, rate);
    input clk_in;
    input rate;
    output reg clk_out;
    output reg led;
    reg [22:0] counter = 23'd1;
    parameter div1 = 5000000;
    parameter div2 = 2000000;
    always @ (posedge clk_in)
    begin
        counter <= counter + 23'd1;
        if (rate == 1'b1)
        begin
            if (counter >= div1)
                counter <= 23'd1;
            clk_out <= (counter <= div1/2) ? 1'b0 : 1'b1;  
        end
        if (rate == 1'b0)
        begin
            if (counter >= div2)
                counter <= 23'd1;
            clk_out <= (counter <= div2/2) ? 1'b0 : 1'b1;  
        end
        led <= clk_out;
    end
endmodule
module day_counter (ADC_CLK_10, reset, rate, LED0, HEX0, HEX1, HEX2, HEX3, HEX4, HEX5);
    input ADC_CLK_10;
    input reset;
    input rate;
    output wire LED0;
    output [7:0] HEX0, HEX1, HEX2, HEX3, HEX4, HEX5;
    wire [3:0] off = 4'b1111;
    reg [7:0] BCD = 8'b0000_0001;
    wire clk;
    seg7_decoder seg7_decoder_inst_5(.in(BCD[7:4]), .out(HEX5));
    seg7_decoder seg7_decoder_inst_4(.in(BCD[3:0]), .out(HEX4));
    seg7_decoder seg7_decoder_inst_3(.in(off), .out(HEX3));
    seg7_decoder seg7_decoder_inst_2(.in(off), .out(HEX2));
    seg7_decoder seg7_decoder_inst_1(.in(off), .out(HEX1));
    seg7_decoder seg7_decoder_inst_0(.in(off), .out(HEX0));
    clk_div clk_div_inst (.clk_in(ADC_CLK_10), .clk_out(clk), .led(LED0), .rate(rate));
    always @ (posedge clk or negedge reset)
    begin
        if (reset == 0)
        begin
            BCD[3:0] <= 1;
            BCD[7:4] <= 0;
        end
        else if (BCD[3:0] < 9)
            BCD[3:0] <= BCD[3:0] + 1;
        else if (BCD[7:4] == 9 && BCD[3:0] == 9)
        begin
            BCD[3:0] <= 1;
            BCD[7:4] <= 0;
        end
        else
        begin
            BCD[3:0] <= 0;
            BCD[7:4] <= BCD[7:4] + 1;
        end
    end
endmodule
module seg7_decoder (in, out);
input [3:0] in;
output reg [7:0] out;
    always @(*)
    begin
        case(in[3:0])
            4'b0000 : out = 8'b1100_0000;  
            4'b0001 : out = 8'b1111_1001;  
            4'b0010 : out = 8'b1010_0100;  
            4'b0011 : out = 8'b1011_0000;  
            4'b0100 : out = 8'b1001_1001;  
            4'b0101 : out = 8'b1001_0010;  
            4'b0110 : out = 8'b1000_0010;  
            4'b0111 : out = 8'b1111_1000;  
            4'b1000 : out = 8'b1000_0000;  
            4'b1001 : out = 8'b1001_1000;  
            4'b1111 : out = 8'b1111_1111;  
            default : out = 8'b1111_1111;  
        endcase
    end
endmodule
==> flow/run.sh <==
#!/bin/bash
# OpenROAD 26Q1-2900-gdf79404cd8, Yosys 0.63+post, stock flow scripts
make -C /OpenROAD-flow-scripts/flow DESIGN_CONFIG=/design/flow/config.mk WORK_HOME=/design/flow/orfs finish
==> flow/config.mk <==
export PLATFORM = sky130hd
export DESIGN_NAME = Project2
export DESIGN_NICKNAME = Project2
export VERILOG_FILES = /design/flow/design.v
export SDC_FILE = /design/flow/constraint.sdc
export NUM_CORES = 4
export LEC_CHECK = 1
export CORE_UTILIZATION = 40
==> flow/constraint.sdc <==
current_design Project2

set clk_period 2.7
set clk_io_pct 0.2

create_clock -name clk0 -period $clk_period [get_ports {ADC_CLK_10}]

set non_clock_inputs [all_inputs -no_clocks]
set_input_delay [expr $clk_period * $clk_io_pct] -clock clk0 $non_clock_inputs
set_output_delay [expr $clk_period * $clk_io_pct] -clock clk0 [all_outputs]
==> out/metrics.yaml <==
timing.max_slew.rel_slack_pct: 43.8
maximum_fanout_count_along_the_critical_path: 14
cts.repair.resized: 0
synth_area_per_cell_um2: 8.29
largest_clock_skew_in_the_final_design_ns: 0.00206
report.final.hold_viol_count: 0
post-route-min-period_ns: 2.08
yosys_register_bits: 33
fillCellCount: 635
hp-class: "flop to flop"
clk_latency_ns: 0.27
irDropWorstVdd_mv: 0.254
route.detailed.vias_per_inst: 5.24
worst_r2r_path_depth: 5
total_power_mw: 0.781
setup-tns-final_ns: 0
unconstrained_endpoints: 22
post-synth-top-area-cell: "sky130_fd_sc_hd__dfxtp_1"
p_int_mw: 0.557
violation_count_after_the_first_detailed_routing_iteration: 89
p_comb_share_pct: 14.6
routedWlPerCell_um: 12.2
hold_ws_ns: 0.446
grt_first_pass_wirelength_um: 8160
timing.critical_path.required_ns: 2.86
cts_buffers: 3
cts_setup_buffers: 0
final_antenna_net_count: 0
grt.total_usage_pct: 14.1
timing.critical_path.to: "day_counter_inst.clk_div_inst.counter[11]"
worst_setup_end_kind: "flop"
synthesis.instances: 323
cellPowerDensity_nw_per_um2: 287
status: "finished, final reports clean"
clkTransAtPathRegs_ns: 0.09
floorplan.die_area_um2: 7020
most-common-layout-cells: "sky130_fd_sc_hd__conb_1, sky130_fd_sc_hd__dfxtp_1, sky130_fd_sc_hd__o21ai_0, sky130_fd_sc_hd__nor2_1, sky130_fd_sc_hd__nand2_1"
share_clk_of_total_power_pct: 29.1
diodes: 0
power.sequential.fraction_pct: 56.4
post-dp-hpwl_um: 3550
initial_utilization_pct: 41.7
cts-hold-fix-buffers: 0
worst_pin_slew_ns: 0.841
mappedNetlistArea_um2: 2680
tool_warnings: 43
number_of_max_slew_violations_in_the_final_report: 0
number_of_synthesized_flops_with_an_enable_pin: 0
synth.lib_cells_used.distinct: 56
fraction_of_layout_instances_using_a_drive_strength_above_1_pct: 11.3
path_depth: 5
start_kind: "flop"
cp_slowest_stage_delay_ns: 0.76
cts.root.buffer_cell: "sky130_fd_sc_hd__clkbuf_8"
drt_drc_violations_left: 0
drt_pass_1_iters: 20
cts_htree_levels: 1
worst_path_top_cell_family_by_delay: "AND-OR/OR-AND gates"
port_buffers: 17
maximum_number_of_pins_on_one_net_before_global_route_repair: 18
design.core.area_um2: 6420
placement_rows: 29
cts_tree: "done"
vias_in_the_first_global_route: 1706
ys_dominant_reg_cell: "sky130_fd_sc_hd__dfxtp_1"
post_synth_main_area_contributors: "sky130_fd_sc_hd__dfxtp_1, sky130_fd_sc_hd__buf_4, sky130_fd_sc_hd__dfrtp_1"
flow.area_growth_from_synthesis_pct: 1.45
die_height_um: 83.8
max-cap-violations: 0
total_net_switching_power_mw: 0.224
routabilityCongestion: 0.933
rr_startpoint: "day_counter_inst.clk_div_inst.counter[11]"
ios: 71
final_layout_top_logic_cell: "sky130_fd_sc_hd__conb_1"
antenna_found_initial: 0
worst-setup-path-type: "flop to flop"
post-route-util_pct: 42.3
yosys_warnings: 12
reg2reg_slack_ns: 0.62
timing.critical_path.slowest_stage_cell: "sky130_fd_sc_hd__o311ai_4"
fin_crit_sh_pct: 76.9
synth_chip_area_um2: 2680
fmax_mhz: 481
combGateArea_um2: 1640
crit_chain: "or3_1 > nor3_1 > o311ai_4 > buf_4 > a21oi_2"
worstSetupStartpoint: "day_counter_inst.clk_div_inst.counter[11]"
vias_after_detailed_routing: 2080
area_occupied_by_registers_um2: 702
routed_wirelength_um: 4840
p_sw_share_pct: 28.6
ys_cells: 323
grt_setup_unrepaired: "false"
postSynthSeqShare_pct: 26.2
static-leakage-power_nw: 1.05
synth-async-reset-ratio_pct: 24.2
cts_buffer_depth: 2
area_share_of_the_largest_cell_type_after_synthesis_pct: 18.7
setup_viol_count_final: 0
worst_r2r_endpoint: "day_counter_inst.clk_div_inst.counter[11]"
unclocked_pins: 8
cp.arrival_ns: 2.24
dieWidth_um: 83.8
globalRoute.totalOverflow: 0
cp.buffers_inverters: 1
[metal layers]
| layer | part of all wire (%) | vias to the layer above | GRT usage (%) |
|---|---|---|---|
| li1 | - | 1055 | - |
| met1 | 49 | 967 | 22.3 |
| met2 | 46 | 56 | 22.1 |
| met3 | 3.8 | 2 | 1.41 |
| met4 | 0.74 | 0 | 1.41 |
| met5 | 0 | - | 0 |
[worst register-to-register path, stage by stage (launching register included)]
cell                       delay, ns
sky130_fd_sc_hd__dfxtp_1        0.53
sky130_fd_sc_hd__or3_1          0.18
sky130_fd_sc_hd__nor3_1         0.07
sky130_fd_sc_hd__o311ai_4       0.76
sky130_fd_sc_hd__buf_4          0.36
sky130_fd_sc_hd__a21oi_2        0.08
[power by group through the flow]
stage	combinational, mW	sequential [mW]	clock (mW)
CTS	0.115	0.440	0.244
global route	0.130	0.445	0.254
finish	0.114	0.440	0.227
[registers in the layout (all words and copies together) (netlist names)]
| signal | flops |
|---|---|
| day_counter_inst.clk_div_inst.clk_out | 1 |
| day_counter_inst.clk_div_inst.counter | 23 |
| day_counter_inst.clk_div_inst.led | 1 |
| day_counter_inst.BCD | 8 |
[cell usage after synthesis (3+ instances only)]
master / count
sky130_fd_sc_hd__a21oi_1: 10
sky130_fd_sc_hd__a21oi_2: 13
sky130_fd_sc_hd__a22oi_2: 8
sky130_fd_sc_hd__and2_1: 3
sky130_fd_sc_hd__and3_1: 6
sky130_fd_sc_hd__buf_2: 14
sky130_fd_sc_hd__buf_4: 44
sky130_fd_sc_hd__buf_6: 4
sky130_fd_sc_hd__clkbuf_1: 6
sky130_fd_sc_hd__dfrtp_1: 7
sky130_fd_sc_hd__dfxtp_1: 25
sky130_fd_sc_hd__ha_1: 11
sky130_fd_sc_hd__inv_1: 9
sky130_fd_sc_hd__nand2_1: 18
sky130_fd_sc_hd__nand2b_1: 5
sky130_fd_sc_hd__nand3_1: 14
sky130_fd_sc_hd__nand4_1: 8
sky130_fd_sc_hd__nor2_1: 19
sky130_fd_sc_hd__nor3_1: 6
sky130_fd_sc_hd__o21ai_0: 21
sky130_fd_sc_hd__o31ai_1: 6
sky130_fd_sc_hd__o41ai_1: 3
sky130_fd_sc_hd__or3_1: 5
sky130_fd_sc_hd__or4_1: 7
sky130_fd_sc_hd__xnor2_1: 6
sky130_fd_sc_hd__xor2_1: 9
[cells by family after synthesis]
| logic type | share of synthesized area (%) |
|---|---|
| AOI/OAI and AO/OA | 22.5 |
| xor gates and xnor gates | 4.91 |
| adders and majority gates | 5.14 |
| buffers and inverters | 18.9 |
| DFF | 26.2 |
| other | 0.280 |
| and+or+nand+nor | 22.1 |
[layout make-up]
class                           instances  share of cell area [%]
Inverter                               10                    1.38
Timing Repair Buffer                   20                    7.09
Multi-Input combinational cell        253                    60.4
Clock buffer                            3                    1.52
Clock inverter                          1                   0.184
Sequential cell                        33                    25.8
Tap cell                               77                    3.55
[per-stage QoR]
stage / instances / cell area, um2 / setup slack (ns)
floorplan: 364 / 2830 / 0.989
global placement: 393 / 2670 / 0.385
detailed placement: 393 / 2670 / 0.364
CTS: 397 / 2720 / 0.591
global route: 397 / 2720 / 0.481
finish: 397 / 2720 / 0.623
[worst min-delay path by stage]
stage / from / endpoint / slack, ns / cells after the start
final: day_counter_inst.clk_div_inst.clk_out / day_counter_inst.clk_div_inst.led / 0.45 / 0
after global routing: day_counter_inst.clk_div_inst.clk_out / day_counter_inst.clk_div_inst.led / 0.48 / 0
after CTS: day_counter_inst.clk_div_inst.clk_out / day_counter_inst.clk_div_inst.led / 0.46 / 0
Power and IR drop assume default switching activity.
